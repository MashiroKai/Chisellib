<file path="flow/config.mk">
export PLATFORM = sky130hd
export DESIGN_NAME = async_fifo
export DESIGN_NICKNAME = async_fifo
export VERILOG_FILES = /design/flow/design.v
export SDC_FILE = /design/flow/constraint.sdc
export NUM_CORES = 4
export LEC_CHECK = 1
export CORE_UTILIZATION = 30
</file>
<file path="flow/constraint.sdc">
current_design async_fifo

set clk_period 3.5
set clk_io_pct 0.2

create_clock -name clk0 -period $clk_period [get_ports {rd_clk}]
create_clock -name clk1 -period $clk_period [get_ports {wr_clk}]

set non_clock_inputs [all_inputs -no_clocks]
set_input_delay [expr $clk_period * $clk_io_pct] -clock clk0 $non_clock_inputs
set_output_delay [expr $clk_period * $clk_io_pct] -clock clk0 [all_outputs]
</file>
<file path="flow/design.v">
module	async_fifo
#(
	parameter   WIDTH = 'd8  ,								 
    parameter   PTRWIDTH = 'd4 								 
)		
(	
	input							wr_clk		,				 
	input							wr_rst_n	,       		 
	input							wr_en		,       		 
	input			[WIDTH-1:0]		data_in		,       		 
	output			[PTRWIDTH : 0]	wr_usedw	,
	input							rd_clk		,				 
	input							rd_rst_n	,       		 
	input							rd_en		,                
	output			reg	[WIDTH-1:0]	data_out	,				 
	output			[PTRWIDTH : 0]	rd_usedw	,
	output							empty		,				 
	output							full		, 				 
	output							valid					
);                                                              
localparam DEPTH = exp2(PTRWIDTH);
reg [WIDTH - 1 : 0]			fifo_buffer[DEPTH - 1 : 0];
reg [PTRWIDTH : 0]		wr_ptr;						 
reg [PTRWIDTH : 0]		rd_ptr;						 
reg	[PTRWIDTH : 0]		rd_ptr_g_d1;				 
reg	[PTRWIDTH : 0]		rd_ptr_g_d2;				 
reg	[PTRWIDTH : 0]		wr_ptr_g_d1;				 
reg	[PTRWIDTH : 0]		wr_ptr_g_d2;				 
reg [PTRWIDTH : 0]		wr_ptr_r; 
reg						wr_en_r;
wire [PTRWIDTH : 0]		wr_ptr_g;					 
wire [PTRWIDTH : 0]		rd_ptr_g;					 
wire [PTRWIDTH - 1 : 0]	wr_ptr_true;				 
wire [PTRWIDTH - 1 : 0]	rd_ptr_true;				 
pulsed_reg #(
    .WIDTH(1)
)
p1(
    .clk(wr_clk)
    ,.rst_n(wr_rst_n)
    ,.signal(wr_en)
    ,.neg(neg_wr_en)
);
assign valid = neg_wr_en ;
assign 	wr_ptr_g = wr_ptr_r ^ (wr_ptr_r >> 1);					
assign 	rd_ptr_g = rd_ptr ^ (rd_ptr >> 1);
assign	wr_ptr_true = wr_ptr [PTRWIDTH - 1 : 0];		 
assign	rd_ptr_true = rd_ptr [PTRWIDTH - 1 : 0];		 
assign	empty = ( wr_ptr_g_d2 == rd_ptr_g ) ? 1'b1 : 1'b0;
assign	full  = ( wr_ptr_g == { ~(rd_ptr_g_d2[PTRWIDTH : PTRWIDTH - 1]),rd_ptr_g_d2[PTRWIDTH - 2 : 0]})? 1'b1 : 1'b0;
assign wr_usedw = (wr_bin_wr_ptr[PTRWIDTH] >= wr_bin_rd_ptr[PTRWIDTH])?(wr_bin_wr_ptr - wr_bin_rd_ptr):({~wr_bin_wr_ptr[PTRWIDTH],wr_bin_wr_ptr[PTRWIDTH-1:0]} - {~(wr_bin_rd_ptr[PTRWIDTH]),wr_bin_rd_ptr[PTRWIDTH-1:0]});
assign rd_usedw = (rd_bin_wr_ptr[PTRWIDTH] >= rd_bin_rd_ptr[PTRWIDTH])?(rd_bin_wr_ptr - rd_bin_rd_ptr):({~rd_bin_wr_ptr[PTRWIDTH],rd_bin_wr_ptr[PTRWIDTH-1:0]} - {~(rd_bin_rd_ptr[PTRWIDTH]),rd_bin_rd_ptr[PTRWIDTH-1:0]});
always @ (posedge wr_clk or negedge wr_rst_n) begin
	if (!wr_rst_n)
		wr_ptr <= 0;
	else if (!full && wr_en)begin								 
		wr_ptr <= wr_ptr + 1'd1;
		fifo_buffer[wr_ptr_true] <= data_in;
	end	
end
always @ (posedge wr_clk or negedge wr_rst_n) begin
	if (!wr_rst_n)
		wr_en_r <= 0;
	else 
		wr_en_r <= wr_en;
end
always @(posedge wr_clk or negedge wr_rst_n) begin
	if (!wr_rst_n)
		wr_ptr_r <= 0;
	else if (neg_wr_en)begin								 
		wr_ptr_r <= wr_ptr ;
	end		
end
always @ (posedge wr_clk or negedge wr_rst_n) begin
	if (!wr_rst_n)begin
		rd_ptr_g_d1 <= 0;										 
		rd_ptr_g_d2 <= 0;										 
	end				
	else begin												
		rd_ptr_g_d1 <= rd_ptr_g;								 
		rd_ptr_g_d2 <= rd_ptr_g_d1;								 
	end	
end
always @ (posedge rd_clk or negedge rd_rst_n) begin
	if (!rd_rst_n)
		rd_ptr <= 'd0;
	else begin if (rd_en&&!empty)begin								 
		data_out <= fifo_buffer[rd_ptr_true];
		rd_ptr <= rd_ptr + 1'd1;
	end
end
end
always @ (posedge rd_clk or negedge rd_rst_n) begin
	if (!rd_rst_n)begin
		wr_ptr_g_d1 <= 0;										 
		wr_ptr_g_d2 <= 0;										 
	end				
	else begin												
		wr_ptr_g_d1 <= wr_ptr_g;								 
		wr_ptr_g_d2 <= wr_ptr_g_d1;								 
	end	
end
wire	[PTRWIDTH:0] rd_bin_wr_ptr;
wire 	[PTRWIDTH:0] rd_bin_rd_ptr;
wire	[PTRWIDTH:0] wr_bin_rd_ptr;
wire 	[PTRWIDTH:0] wr_bin_wr_ptr;
gray2bin #(
    .N(PTRWIDTH)
)
g2b1(
    .gray(wr_ptr_g_d2)
    ,.bin(rd_bin_wr_ptr)
);
gray2bin #(
    .N(PTRWIDTH)
)
g2b2(
    .gray(rd_ptr_g)
    ,.bin(rd_bin_rd_ptr)
);
gray2bin #(
    .N(PTRWIDTH)
)
g2b3(
    .gray(rd_ptr_g_d2)
    ,.bin(wr_bin_rd_ptr)
);
gray2bin #(
    .N(PTRWIDTH)
)
g2b4(
    .gray(wr_ptr_g)
    ,.bin(wr_bin_wr_ptr)
);
function integer exp2 ;
input   [4:0] DEPTHWIDTH  ;
reg [4:0]temp;
begin
    exp2 = 1;
    for (temp = 0;temp <DEPTHWIDTH ;temp = temp + 1 ) begin
            exp2 = 2*exp2;
    end
end
endfunction
endmodule
module gray2bin #(
    parameter N = 4
)(
    input [N-1:0] gray,
    output [N-1:0] bin
    );
    assign bin[N-1] = gray[N-1];
    genvar i;
    generate
    for(i = N-2; i >= 0; i = i - 1) begin: gray_2_bin
        assign bin[i] = bin[i + 1] ^ gray[i];
    end
    endgenerate
endmodule
module pulsed_reg #(
    parameter WIDTH = 5
)
(
        input      clk
        ,input     rst_n
        ,input      [WIDTH-1:0]signal
        ,output     [WIDTH-1:0]pos
        ,output     [WIDTH-1:0]neg
);
reg [2*WIDTH-1:0]temp;
always @(posedge clk or negedge rst_n) begin
    if (!rst_n) begin
        temp <= 0;
    end
    else begin
        temp <= {temp[WIDTH-1:0],signal};
    end
end
assign pos= (~temp[2*WIDTH-1:WIDTH])&temp[WIDTH-1:0];
assign neg= temp[2*WIDTH-1:WIDTH]&(~temp[WIDTH-1:0]);
endmodule
</file>
<file path="flow/run.sh">
#!/bin/bash
# OpenROAD 26Q1-2900-gdf79404cd8, Yosys 0.63+post, stock flow scripts
make -C /OpenROAD-flow-scripts/flow DESIGN_CONFIG=/design/flow/config.mk WORK_HOME=/design/flow/orfs finish
</file>
==> results.yml <==
# synthesis and place-and-route metrics
logic_synthesis:
  yosysChipArea_um2: 7300
  synth_flops: 173
  ys_dominant_reg_cell: "edfxtp_1"
  synth.cell_area_um2: 7300
  syn-mean-instance-area_um2: 15.2
  synth-edff-count: 136
  async_flop_share_pct: 21.4
  ys_seq_share_pct: 68.6
  yosysWarnings: 12
  yosysCellCount: 481
  synth_cell_types: 51
  synth_cells: 481
sta:
  holdWs_ns: 0.348
  setup_viol: 0
  max_slew_margin_pct: 34.7
  clock_skew_ns: 0.0105
  hold_viol_final: 0
  rsz0062_at_grt: "false"
  fin_setup_tns_ns: 0
  finalMaxSlewViolations: 0
  worstMarginPinSlew_ns: 0.974
routing:
  viasPerCell: 4.85
  ant_nets: 0
  route.antenna.diode_count: 0
  drc_errors: 0
  routed_wl_um: 15600
  drtIter0Drc: 305
  wl_per_cell_um: 17.8
  drt_pass1_iterations: 5
  num_vias: 4266
placed_design:
  numPortBuffers: 33
  globalplace.congestion: 0.827
  hpwl_um: 10200
cells_and_area:
  drive_above_1_share_pct: 20.2
  regMostFlops: "fifo_buffer"
  syn_to_final_growth_pct: 22.8
  nFillCells: 2168
  reg.largest.list: "fifo_buffer: 128 flops, data_out: 8 flops"
  largest_reg_flops: 128
power:
  power_switching_w: 0.00335
  vdd_drop_max_uv: 1250
  leakage_nw: 3.23
  internal_power_w: 0.00631
  swShare_pct: 34.7
  pwr-share-clk_pct: 20.6
  combPwrFrac_pct: 50.1
  sequentialPowerShare_pct: 29.3
  powerDensity_nw_per_um2: 1080
critical_path:
  cp-start-kind: "flip-flop"
  cp.depth: 5
  cpPeakStageDelay_ns: 0.53
  path_class: "flip-flop to output port"
  crit_required_ns: 2.80
  crit_path_end: "full"
  reg2reg_from: "wr_ptr_r[4]"
  r2r_slack_ns: 0.69
  rr_worst_depth: 6
  startpoint: "wr_ptr_r[4]"
  end_kind: "output port"
  crit_family: "AND-OR/OR-AND gates"
  worstPathCellList: "xor2_1 -> ha_1 -> a211oi_4 -> o211a_1 -> clkdlybuf4s50_1"
  cp.arrival_ns: 2.67
  r2r-end: "fifo_buffer[15][4]"
  crit_buf_inv: 1
  crit_slowest_cell: "dfrtp_1"
  critPathMaxFanout: 10
die:
  die_w_um: 158
  fp_util_pct: 30.8
  ios: 35
  dieHeight_um: 158
  row_count: 56
  dieArea_um2: 25000
  core_um2: 23700
global_routing:
  grt_first_pass_wirelength_um: 25000
  grt_pass1_vias: 4537
  track_usage_pct: 14.1
  antenna_found_initial: 0
  grt-ovfl-total: 0
  grt_max_degree: 20
clock_tree:
  cts.sinks: 173
  cts_tree: "done"
  holdBufCountCts: 0
  clk_pin_slew_worst_paths_ns: 0.06
flow_run:
  drv_cap: 0
  warning_count: 37
hold_path:
  min_path_type: "flip-flop to flip-flop"
status:
  outcome: "completed"
## placed cells by master, fill, tap and decap left out, drive strengths merged, types with 3 or more instances in the layout
master | netlist | routed
o311ai | 4 | 4
a222oi | 17 | 17
o211ai | 4 | 4
nor2 | 10 | 10
clkinv | 0 | 4
a21oi | 12 | 12
a21o | 4 | 4
xnor2 | 18 | 18
clkdlybuf4s50 | 0 | 28
mux2 | 3 | 3
buf | 7 | 37
o21a | 4 | 4
edfxtp | 136 | 136
o31ai | 4 | 4
nand2b | 3 | 3
a22oi | 32 | 32
clkbuf | 20 | 21
dlymetal6s2s | 0 | 3
a31oi | 8 | 8
nor3 | 8 | 8
nor4b | 7 | 7
o21ai | 4 | 4
inv | 28 | 36
dfrtp | 37 | 37
a22o | 13 | 13
ha | 23 | 23
nor3b | 3 | 3
o2111ai | 6 | 6
xor2 | 11 | 11
nor2b | 10 | 10
nand2 | 28 | 28
## through the flow
step	cells	power, W	util, %	worst slack (ns)	area (um2)
floorplan	481	0.00535	-	0.421	7300
global placement	837	0.00734	34.5	0.0858	8160
detailed placement	837	0.00742	34.5	0.00888	8160
CTS	876	0.00961	37.6	0.0129	8890
global route	879	0.0104	37.9	0.0204	8970
finish	879	0.00966	37.9	0.132	8970
## power by group through the flow
stage,registers [W],clock network [W],logic [W]
global route,0.00288,0.00212,0.00542
CTS,0.00283,0.00203,0.00475
finish,0.00283,0.00198,0.00484
## worst min-delay path by stage
stage / from / end / slack [ns] / cells after the start
after CTS: wr_ptr_g_d1[4] / wr_ptr_g_d2[4] / 0.35 / 0
after global routing: wr_ptr_g_d1[3] / wr_ptr_g_d2[3] / 0.36 / 0
final: wr_ptr_g_d1[3] / wr_ptr_g_d2[3] / 0.35 / 0
## per-layer routing
layer / track usage (%) / up-vias / routed length (um)
met3: 8.44 / 16 / 1780
li1: - / 1991 / -
met1: 18.2 / 2063 / 6500
met4: 1.83 / 2 / 200
met2: 21.3 / 194 / 7070
met5: 2.07 / - / 64
## cell families (layout without fill, tap and decap cells)
| logic type | Yosys count | count (layout) | synth area share, % |
|---|---|---|---|
| flops | 173 | 173 | 68.6 |
| compound gates | 117 | 117 | 12.9 |
| simple gates | 79 | 79 | 6.20 |
| buf+inv | 55 | 134 | 3.44 |
| xor+xnor | 29 | 29 | 3.94 |
| fa+ha+maj | 25 | 25 | 4.49 |
| mux | 3 | 3 | 0.463 |
## repair_timing
item / 4_1_cts / 5_1_grt
pin swaps: 7 / 7
resized: 14 / 11
cloned: 0 / 0
setup endpoints to repair: 4 / 5
buffers inserted: 3 / 3
## final cells by class
type	count	area (um2)	share of cell area [%]
inverters	28	105	1.17
multi-input cells	253	2190	24.4
flip-flops and latches	173	5010	55.9
well taps	319	399	4.45
repair buffers	70	617	6.88
clock inverters	15	146	1.63
clock buffers	21	504	5.62
## synth_stat cells, types with 2 or more instances
library cell,count,area [um2]
nand2_1,28,105
o2111ai_1,6,52.6
nor3_2,5,50.1
o21a_1,4,30.0
a222oi_1,17,170
nand2b_1,3,18.8
fa_1,2,40.0
xnor2_1,17,149
clkbuf_1,20,75.1
o31ai_1,3,22.5
a21oi_1,12,60.1
nor3b_2,3,37.5
o21ai_0,4,20.0
edfxtp_1,136,4080
buf_2,2,10.0
a22o_1,13,114
xor2_1,9,78.8
and2_1,2,12.5
mux2_2,3,33.8
nor3_1,3,15.0
nor2b_1,10,62.6
a31oi_1,8,50.1
nor4b_1,7,61.3
dfrtp_1,37,926
buf_6,3,33.8
inv_1,27,101
o311ai_0,4,35.0
o211ai_1,3,22.5
nand3_1,2,10.0
nor2_1,10,37.5
a22oi_1,32,240
or4_1,2,15.0
ha_1,23,288
a21o_1,4,30.0
No activity file was given, so power comes from the tool's default toggle rates.
