$ cat flow/run.sh
#!/bin/bash
# OpenROAD 26Q1-2900-gdf79404cd8, Yosys 0.63+post, stock flow scripts
make -C /OpenROAD-flow-scripts/flow DESIGN_CONFIG=/design/flow/config.mk WORK_HOME=/design/flow/orfs finish
$ cat flow/config.mk
export PLATFORM = sky130hd
export DESIGN_NAME = encoder_8b10b
export DESIGN_NICKNAME = encoder_8b10b
export VERILOG_FILES = /design/flow/design.v
export SDC_FILE = /design/flow/constraint.sdc
export NUM_CORES = 4
export LEC_CHECK = 1
export CORE_AREA = 10 10 82 82
export DIE_AREA = 0 0 92 92
$ cat flow/constraint.sdc
current_design encoder_8b10b

set clk_period 2.7
set clk_io_pct 0.2

create_clock -name clk0 -period $clk_period [get_ports {clk}]

set non_clock_inputs [all_inputs -no_clocks]
set_input_delay [expr $clk_period * $clk_io_pct] -clock clk0 $non_clock_inputs
set_output_delay [expr $clk_period * $clk_io_pct] -clock clk0 [all_outputs]
$ cat flow/design.v
module encoder_8b10b (
    clk,
    rst,
    kin_ena,		 
    ein_ena,		 
    ein_dat,		 
    ein_rd,			 
    eout_val,		 
    eout_dat,		 
    eout_rdcomb,	 
    eout_rdreg		 
);
input       clk;
input       rst;
input       kin_ena;
input       ein_ena;
input [7:0] ein_dat;
input       ein_rd;
output      eout_val;
output[9:0] eout_dat;
output      eout_rdcomb;
output      eout_rdreg;
wire        ein_rd;
wire        ein_ena;
wire  [7:0] ein_dat;
reg         eout_val;
reg   [9:0] eout_dat;
wire A = ein_dat[0];
wire B = ein_dat[1];
wire C = ein_dat[2];
wire D = ein_dat[3];
wire E = ein_dat[4];
wire F = ein_dat[5];
wire G = ein_dat[6];
wire H = ein_dat[7];
wire K = kin_ena;
reg  rd1_part  ;
reg rd1;
reg  eout_rdcomb;
reg  eout_rdreg;
reg SorK;
reg  a,b,c,d,e,f,g,h,i,j;
	wire L04 = (!A & !B & !C & !D);
	wire L13 = (!A & !B & !C & D) | (!A & !B & C & !D) | (!A & B & !C & !D) | (A & !B & !C & !D);
	wire L22 = (!A & !B & C & D) | (!A & B & C & !D) | (A & B & !C & !D) | (A & !B & C & !D) | (A & !B & !C & D)  | (!A & B & !C & D);
	wire L31 = (A & B & C & !D) | (A & B & !C & D) | (A & !B & C & D) | (!A & B & C & D);
	wire L40 = (A & B & C & D);
	wire disp0 = (!L22 & !L31 & !E);	
	wire disp1 = (L31 & !D & !E);		
	wire disp2 = (L13 &  D &  E);
	wire disp3 = (!L22 & !L13 &  E);
	wire invert_ai = !(ein_rd ? (disp3 | disp1 | K) : (disp0 | disp2));
	always @(*)
	begin
		a = !A ^ invert_ai;
		b = ((L04) ? 0 : (L40) ? 1 :!B) ^ invert_ai;
		c = ((L04) ? 0 : (L13 & D & E) ? 0 : !C)  ^ invert_ai;
		d = ((L40) ? 1 : !D) ^ invert_ai;
		e = ((L13 & !E) ? 0 : (L13 & D & E) ? 1 : !E) ^ invert_ai;
		i = ((L22 & !E) ? 0 : (L04 & E) ? 0 : (L13 & !D & E) ? 0 :
			(L40 & E) ? 0 : (L22 & K) ? 0 : 1) ^ invert_ai;
		rd1_part = (disp0 | disp2 | disp3);
		rd1 = (rd1_part | K) ^ ein_rd;
	end
	always @(*)
	begin
		SorK = ( e &  i & !rd1) | (!e & !i & rd1) | K;
	end
	wire disp4 = (!F & !G);
	wire disp5 = (F & G);
	wire disp6 = ((F ^ G) & K);
	wire invert_fj = !(rd1 ? disp5 : (disp4 | disp6));
	always @(*)
	begin
		f = ((F & G & H & (SorK)) ? 1 : !F) ^ invert_fj;
		g = ((!F & !G & !H) ? 0 : !G) ^ invert_fj; 
		h = (!H) ^ invert_fj;
		j = (((F ^ G) & !H) ? 0 : (F & G & H & (SorK)) ? 0 : 1) ^ invert_fj;
		eout_rdcomb = (disp4 | (F & G & H)) ^ rd1;
	end
always @(posedge clk or negedge rst)
begin
    if (!rst)
    begin
        eout_rdreg <= 0;
        eout_val <= 0;
        eout_dat <= 0;
    end
    else
    begin
        eout_val <= 0;
       if (ein_ena | kin_ena)
        begin
            eout_rdreg <= eout_rdcomb;
            eout_val <=  ein_ena | kin_ena;
            eout_dat <= {j,h,g,f,i,e,d,c,b,a};
        end
    end
end
endmodule
==> results.json <==
{
  "die-area_sq_um": 8460,
  "power_frac_seq_pct": 32.2,
  "cts_root_buf": "clkbuf_8",
  "fin_crit_ns": 2.57,
  "rr_worst_depth": 2,
  "grt_max_degree": 23,
  "ys_seq_share_pct": 28.1,
  "path_cells": "clkdlybuf4s15_1 > maj3_2 > o2111ai_4 > o21a_1 > nor2_4 > xnor2_2 > dlygate4sd2_1",
  "critPathLaunch": "ein_dat[2]",
  "cts_tree": "built",
  "critPathMaxFanout": 4,
  "path_depth": 7,
  "p_clk_share_pct": 26.5,
  "cts_num_sinks": 12,
  "vias": 1047,
  "pwr-share-comb_pct": 41.2,
  "portBuffers": 25,
  "fin_cells": 254,
  "syn_inst": 133,
  "wl_per_cell_um": 10.4,
  "ys.warnings.count": 1,
  "globalplace.congestion": 0.841,
  "cts_max_level": 1,
  "ant_nets": 0,
  "clk_pin_slew_ns": 0.05,
  "setup_viol": 0,
  "row_count": 26,
  "wirelength_mm": 2.63,
  "ios": 26,
  "area_leaders": "dfrtp_1 28%, nand2_1 7.4%, xnor2_1 7.4%, o21ai_0 5.1%, a21oi_1 3.7%",
  "synth_area_sq_um": 1070,
  "ys_cells": 133,
  "clock_skew_ns": 0,
  "max_freq_ghz": 0.390,
  "setup.worst_path.end": "eout_rdcomb",
  "fp_util_pct": 21.1,
  "grt_pass1_vias": 1008,
  "grtUsageTotal_pct": 6.30,
  "worstSetupEndpointType": "output pin",
  "critPathKind": "input pin to output pin",
  "start_kind": "input pin",
  "dr.pass1.iters": 4,
  "status": "completed",
  "synth_area_per_cell_sq_um": 8.04,
  "grt_antenna_before_repair": 0,
  "critical_path.top_delay_family": "AND-OR/OR-AND gates",
  "core-area_sq_um": 5070,
  "p_switching_mw": 0.194,
  "p_leak_nw": 0.721,
  "drive_above_1_share_pct": 28.3,
  "ys.flop_type": "dfrtp_1",
  "dp_cells": 249,
  "rr_startpoint": "eout_dat[8]",
  "netlist-cell-type-count": 41,
  "p_per_area_nw_per_um2": 411,
  "top_cell_area_share_pct": 28.1,
  "use_met1_pct": 9.38,
  "crit_path_max_incr_delay_ns": 0.36,
  "tightest_slew_ns": 0.510,
  "synth-seq-cells": 12,
  "diodes": 0,
  "use_met2_pct": 9.35,
  "cp_num_buf_inv": 2,
  "edf_count": 0,
  "slowest_stage": "maj3_2",
  "syn2layout_area_growth_pct": 61.3,
  "ys_top_cells_by_count": "21 x nand2_1, 12 x dfrtp_1, 11 x o21ai_0",
  "ctsHoldBuffers": 0,
  "die_h_um": 92,
  "p_sw_share_pct": 27.3,
  "synthArstFlopShare_pct": 100,
  "clock_latency_ns": 0.23,
  "grt-busiest-layer": "met1",
  "fillerInstances": 527,
  "max_slew_margin_pct": 65.9,
  "vdd_drop_max_v": 0.000139,
  "met3_usage_pct": 1.32,
  "fin_util_pct": 34.0,
  "hold_violations": 0,
  "die_w_um": 92,
  "period_used_pct": 95.1,
  "vias_per_cell": 4.12,
  "dp_hpwl_mm": 2.12,
  "yosys_area_sq_um": 1070,
  "grt_pass1_wl_mm": 4.68,
  "r2r-end": "eout_dat[8]",
  "power_mw": 0.710,
  "post-synth-top-count-cell": "nand2_1",
  "hold_class": "flop to flop",
  "cts_inserted_buffers": 3,
  "drc_errors": 0,
  "drt-initial-drc-count": 47,
  "internal_power_mw": 0.516,
  "warnings": 27,
  "cp.required_ns": 2.16,
  "rsz0062_at_grt": "no",
  "final_max_slew_viol_count": 0,
  "overflow": 0,
  "clk_path_buf_depth": 2,
  "yosysTopAreaCell": "dfrtp_1",
  "crit_arrival_ns": 2.03,
  "reg2reg_slack_ns": 2.07,
  "drv_cap": 0
}
through the flow:
stage / TNS (ns) / worst slack (ns) / area, sq um / hold WS [ns]
after floorplan: 0 / 0.349 / 1070 / 0.244
after global placement: -1.13 / -0.478 / 1560 / 0.451
after detailed placement: -1.17 / -0.509 / 1560 / 0.455
after CTS: -0.0374 / -0.0374 / 1690 / 0.467
after global routing: 0 / 0.00878 / 1730 / 0.480
final: 0 / 0.133 / 1730 / 0.463
how the worst min path moves through the flow:
stage,from,to,slack (ns),depth (start not counted)
6_report,eout_rdreg,eout_rdreg,0.46,2
5_1_grt,eout_rdreg,eout_rdreg,0.48,2
4_1_cts,eout_rdreg,eout_rdreg,0.47,2
repair_timing:
action | in CTS | in global routing
buffers inserted | 1 | 0
gates resized | 15 | 14
endpoints found under the setup margin | 2 | 3
pin swaps | 5 | 5
power by group through the flow:
| stage | sequential [mW] | clock, mW | combinational (mW) |
|---|---|---|---|
| final | 0.229 | 0.188 | 0.293 |
| after global routing | 0.234 | 0.203 | 0.326 |
| after CTS | 0.229 | 0.195 | 0.290 |
cells by family after synthesis:
family	count (synthesis)	share of synthesized area, %
simple gates	49	21.9
compound gates	39	26.6
buf+inv	17	9.47
flops	12	28.1
xor+xnor	13	10.6
fa+ha+maj	3	3.39
cell usage in the layout (no fill, tap or decap), types with 3 or more instances in the layout:
master	n
a21oi_1	8
buf_4	27
buf_6	3
clkbuf_8	4
clkdlybuf4s50_1	19
dfrtp_1	12
inv_1	9
nand2_1	21
nand2b_1	3
nand3_1	4
nor2_1	8
o21ai_0	11
o21ai_1	3
xnor2_1	8
xor2_1	4
per-layer routing:
layer / vias up / part of all wire [%]
met3: 2 / 4.9
met5: - / 0
met4: 0 / 0.72
met2: 22 / 43
met1: 458 / 51
li1: 565 / -
final cells by class:
cell class / instances / area (sq um) / area share [%]
Timing Repair Buffer: 55 / 480 / 27.8
Clock buffer: 4 / 55.1 / 3.19
Sequential cell: 12 / 300 / 17.4
Inverter: 9 / 33.8 / 1.96
Tap cell: 70 / 87.6 / 5.08
Multi-Input combinational cell: 104 / 768 / 44.5
registers in the layout, summed over array words and instances, names as in the netlist:
signal      cells
eout_dat       10
eout_val        1
eout_rdreg      1
tightest hold or removal path, stage by stage (launching register included):
cell and delay (ns):
dfrtp_1 0.34, nand2_1 0.05, nand2_1 0.04
No activity file was given, so power comes from the tool's default toggle rates.
